$ cat /design/flow/run.sh
#!/bin/bash
# OpenROAD 26Q1-2900-gdf79404cd8, Yosys 0.63+post, stock flow scripts
make -C /OpenROAD-flow-scripts/flow DESIGN_CONFIG=/design/flow/config.mk WORK_HOME=/design/flow/orfs finish
$ cat /design/flow/config.mk
export PLATFORM = sky130hd
export DESIGN_NAME = piso
export DESIGN_NICKNAME = piso
export VERILOG_FILES = /design/flow/design.v
export SDC_FILE = /design/flow/constraint.sdc
export NUM_CORES = 4
export LEC_CHECK = 1
export CORE_AREA = 10 10 70 70
export DIE_AREA = 0 0 80 80
$ cat /design/flow/constraint.sdc
current_design piso

set clk_period 1.0
set clk_io_pct 0.2

create_clock -name clk0 -period $clk_period [get_ports {clock}]

set non_clock_inputs [all_inputs -no_clocks]
set_input_delay [expr $clk_period * $clk_io_pct] -clock clk0 $non_clock_inputs
set_output_delay [expr $clk_period * $clk_io_pct] -clock clk0 [all_outputs]
$ cat /design/flow/design.v
module piso(clock, reset, in_piso, out_piso);
  input clock, reset;
  input [7:0] in_piso;
  output reg out_piso;
  reg [7:0] temp;
  always @(posedge clock)
    begin
      if(reset == 1) begin
        temp <= in_piso;      
      end
      else begin
        out_piso = temp[7];    
        temp <= {temp[6:0], 1'd0};    
      end
    end
endmodule
==> impl_metrics.env <==
# implementation run metrics
export IMPL_die_h_um=80
export IMPL_flop_cell="dfxtp_1"
export IMPL_ir_drop_mv=0.757
export IMPL_cp_slowest_cell="edfxtp_1"
export IMPL_grt_pass1_wl_mm=1.09
export IMPL_final_area_um2=533
export IMPL_period_used_pct=93.3
export IMPL_drive_above_1_share_pct=41.2
export IMPL_ys_warn_count=1
export IMPL_dieArea_um2=6400
export IMPL_warnings=25
export IMPL_synth_seq_share_pct=59.8
export IMPL_area_delta_synth_final_pct=67.7
export IMPL_end_kind="output pin"
export IMPL_crit_family="flip-flops"
export IMPL_core_um2=3420
export IMPL_p_sw_share_pct=19.0
export IMPL_fp_util_pct=9.30
export IMPL_post_cts_setup_buffers=0
export IMPL_met1Wirelength_um=363
export IMPL_port_buffers=10
export IMPL_worstPathCellList="buf_2"
export IMPL_root_buffer="clkbuf_4"
export IMPL_status="complete, no violations"
export IMPL_maxSlewViolCount=0
export IMPL_top_area_share_pct=50.4
export IMPL_top_cells_by_count="dfxtp_1, mux2_4"
export IMPL_comb_power_share_pct=14.5
export IMPL_ios=11
export IMPL_drv_cap=0
export IMPL_worstMarginPinSlew_ns=0.228
export IMPL_grt_pass1_vias=212
export IMPL_switchingPower_mw=0.151
export IMPL_avgViaCountPerCell=2.40
export IMPL_arrival_ns=0.73
export IMPL_final_cells=80
export IMPL_critPathMaxFanout=1
export IMPL_cts_tree="built"
export IMPL_post_place_cells=75
export IMPL_crit_buf_inv=1
export IMPL_slowest_delay_ns=0.36
export IMPL_critPathRequiredTime_ns=0.80
export IMPL_synth_cells_yosys=19
export IMPL_p_leak_nw=0.228
export IMPL_rsz0062_at_grt="false"
export IMPL_fmax_mhz=1070
export IMPL_clkPwrFrac_pct=34.0
export IMPL_wl_per_cell_um=8.43
export IMPL_clk_pin_slew_ns=0.06
export IMPL_worst_setup_path_start_kind="register"
export IMPL_yosys_area_top_type="dfxtp_1"
export IMPL_gp_congestion=0.705
export IMPL_path_class="register to output pin"
export IMPL_max_slew_margin_pct=84.8
export IMPL_placed_area_um2=484
export IMPL_setup_viol=0
export IMPL_wl_met3_um=107
export IMPL_synth_chip_area_um2=318
export IMPL_hold_path_class="register to register"
export IMPL_cts_num_sinks=9
export IMPL_p_seq_share_pct=51.5
export IMPL_rows=21
export IMPL_hold_viol_final=0
export IMPL_synthesis_area_um2=318
export IMPL_edf_count=1
export IMPL_avgSynthCellArea_um2=16.7
export IMPL_overflow=0
export IMPL_dieWidth_um=80
export IMPL_grtUsageTotal_pct=2.28
export IMPL_hp_start="temp[7]"
export IMPL_reg2reg_from="temp[6]"
export IMPL_routed_via_count=192
export IMPL_synth_cell_types=6
export IMPL_async_reset_ff_share_pct=0
export IMPL_wl_met2_um=203
export IMPL_clockBufferDepth=2
export IMPL_intPower_mw=0.642
export IMPL_ant_nets=0
export IMPL_finalPower_mw=0.792
export IMPL_synth_area_top_cells="dfxtp_1, mux2_4, edfxtp_1"
export IMPL_startpoint="out_piso"
export IMPL_htree_levels=1
export IMPL_post_synth_top_count_cell="dfxtp_1"
export IMPL_first_iter_violations=4
export IMPL_numCtsBuffers=3
export IMPL_diodes=0
export IMPL_routed_top_layer="met3"
export IMPL_clk_insertion_delay_late_ns=0.25
export IMPL_syn_inst=19
export IMPL_grt_antenna_before_repair=0
export IMPL_period_needed_ns=0.933
export IMPL_grt_start_max_net_pins=10
export IMPL_drtPass1Iterations=3
export IMPL_num_fill_cells=398
export IMPL_clock_skew_ns=0.00147
export IMPL_totalWireLength_um=674
export IMPL_drc=0
export IMPL_tns_ns=0
export IMPL_ys_flops=9
export IMPL_cellPowerDensity_nw_per_um2=1490
[through the flow]
stage | utilization, % | hold WS (ns) | worst slack [ns]
finish | 15.6 | 0.411 | 0.0666
global route | 15.6 | 0.408 | 0.0298
CTS | 14.8 | 0.403 | 0.00620
detailed placement | 14.2 | 0.390 | -0.267
global placement | 14.2 | 0.390 | -0.256
floorplan | - | 0.342 | 0.265
[layout make-up]
type                            instances  area (um2)  share of cell area (%)
Timing Repair Buffer                   12         143                    26.8
Sequential cell                         9         190                    35.7
Tap cell                               46        57.6                    10.8
Clock buffer                            4        26.3                    4.93
Multi-Input combinational cell          8         113                    21.1
Inverter                                1        3.75                   0.704
[power by group through the flow]
stage     Combinational (mW)  Sequential, mW  Clock [mW]
4_1_cts                0.106           0.409       0.277
5_1_grt                0.123           0.412       0.310
6_report               0.115           0.408       0.269
[registers in the layout (all words and copies together), names as in the netlist]
signal    flops
out_piso      1
temp          8
[per-layer routing]
metal  vias to the layer above  track usage, %
li1                         92               -
met1                        87            2.97
met2                        13            2.65
met3                         0            2.39
met4                         0               0
met5                         -               0
[cells in the final DEF (no fill, tap or decap)]
cell type,count
edfxtp_1,1
clkbuf_16,1
and2_2,1
clkdlybuf4s50_1,8
dlymetal6s2s_1,1
dfxtp_1,8
buf_12,1
clkbuf_1,1
clkbuf_4,3
inv_1,1
buf_2,1
mux2_4,7
[path summary, 6_finish.rpt]
check / end / slack, ns / cells past startpoint
hold / removal: out_piso / 0.41 / 0
hold reg to reg: out_piso / 0.41 / 0
setup reg to reg: temp[7] / 0.33 / 1
setup / recovery: out_piso / 0.07 / 1
[cells by family after synthesis]
| group | after synthesis | share of synthesized area (%) |
|---|---|---|
| simple gates | 1 | 2.36 |
| mux | 7 | 33.1 |
| flops | 9 | 59.8 |
| buf+inv | 2 | 4.72 |
[repair_timing]
item                                    in CTS  in global routing
cloned                                       0                  1
hold buffers                                 0                  0
endpoints found under the setup margin       1                  6
resized                                      3                  1

$ cat flow/run.sh
#!/bin/bash
# OpenROAD 26Q1-2900-gdf79404cd8, Yosys 0.63+post, stock flow scripts
make -C /OpenROAD-flow-scripts/flow DESIGN_CONFIG=/design/flow/config.mk WORK_HOME=/design/flow/orfs finish
$ cat flow/config.mk
export PLATFORM = sky130hd
export DESIGN_NAME = clock_divider
export DESIGN_NICKNAME = clock_divider
export VERILOG_FILES = /design/flow/design.v
export SDC_FILE = /design/flow/constraint.sdc
export NUM_CORES = 4
export LEC_CHECK = 1
export CORE_AREA = 10 10 70 70
export DIE_AREA = 0 0 80 80
$ cat flow/constraint.sdc
current_design clock_divider

set clk_period 1.4
set clk_io_pct 0.2

create_clock -name clk0 -period $clk_period [get_ports {in}]

set non_clock_inputs [all_inputs -no_clocks]
set_input_delay [expr $clk_period * $clk_io_pct] -clock clk0 $non_clock_inputs
set_output_delay [expr $clk_period * $clk_io_pct] -clock clk0 [all_outputs]
$ cat flow/design.v
module clock_divider(in, out);
  input in;
  output reg out;
  reg [3:0] counter = 4'd0;
  parameter div = 4'd8; 
  always@(posedge in)
    begin
      counter<=counter+4'd1; 
      if(counter>=(div-1)) 
        counter<=4'd0;
      out<=(counter<div/8)?1'b1:1'b0; 
    end
endmodule
==> reports/writeup.txt <==
The flow ran to the end, and the final reports show no timing, DRC or antenna violations. The via count normalized by instance count was 1.81; the floorplan die height was 80 um. With the top fanout value on the critical path at 1, the largest clock skew in the final design is 0.00583 ns. The run gives 5.35% for the starting utilization of the core area. In this run the full chip footprint comes out at 6400 um^2. The run gives 2 for the DRC violation total after the first TritonRoute iteration. Per the post-route antenna check, the number of violating nets is 0. TritonRoute output was used to compute an average wire per cell of 4.87 um.

The tree is rooted in a clkbuf_4. Summed over its instances, the top area cell type makes up 54.8% of the synthesized netlist area. The tools report the H-tree depth as 1.

The count of clock tree sinks was 5. The die is 80 um wide. The logs give 137 for the via count of the first global-routing pass and 3420 um^2 for the placeable core region.

The transition time recorded at the tightest slew-check pin is 0.164 ns. The repair_antennas step left the layout with diodes totalling 0. On the reported timing paths, the clock transition at the registers reads 0.05 ns. After technology mapping, the gate count stands at 17.

Each instance of the synthesized netlist takes up on average 10.7 um^2. The pre-antenna-repair detailed-routing pass consisted of 2 iterations. The total overflow left after global routing is 0.

The kind of cell with the highest combined delay along the critical path is buffers and inverters. Per the final timing report, the hold violations number 0. The worst setup path is of the flip-flop to primary output kind. OpenROAD emitted warnings numbering 26. The total of cells resized after clock tree synthesis is 0. Final critical delay including setup and external delays: 1.31 ns.

The power density over the cells is 1120 nW/um^2, and the count of yosys warnings during synthesis is 1. The run gives 123 as the via count of the routed design. Data required time at the worst endpoint: 1.12 ns. From synthesis to final layout, the design area changed by 51.4%.

The number of buffers created by CTS came out at 3. The logs give 763 MHz for the maximum clock frequency and 0 for the count of unresolved DRC violations after routing. The count of buffers from port buffering is 1. Total global-route track usage over all layers is 1.18%.

The run gives 183 um^2 for the cell area after technology mapping. The final report lists the setup-violating endpoint count as 0. After synthesis, the chip area reported by Yosys is 183 um^2. The clock insertion delay at the later pin of the skew report is 0.24 ns, and the number of rows created at floorplan is 21. The maximum root-to-sink buffer count was 2. The synth_stat.txt file lists the number of cells as 17. STA puts the critical path data arrival time at 1.03 ns. VDD sags by at most 549 uV. The library cells used most frequently in the layout, excluding fill and tap cells, are 5 x dfxtp_1, 3 x clkbuf_4, 2 x inv_1, 2 x and2_1, 2 x ha_1. The largest single stage delay on the critical path is 0.47 ns. The library cell occupying the most area in the post-synthesis netlist was dfxtp_1.

The class of the tightest hold or removal check is flip-flop to flip-flop. The sum of routed wire length over all layers was 331 um. The filler cells instantiated in the layout total 407. The worst setup path is launched from a flip-flop. The worst setup path is captured at a primary output. Highest-count logic cell in the final layout: dfxtp_1. The tools report the final setup TNS as 0 ns.

The fraction of layout instances using a drive strength above 1 is 13.6%. By area the synthesized netlist is led by dfxtp_1 55%, ha_1 14%, and2_1 6.8%. The logs give 0 for the number of antenna violations at the first check in global routing and 0.0931 nW for the static power due to leakage. Setup repair after global routing left no endpoint under its margin. Max-slew check failures listed in the final report amount to 0. The combined buffer and inverter count along the critical path is 1. The share of the Yosys chip area taken by registers is 54.8%. Per STA, the worst path is made up of clkdlybuf4s50_1.

For the worst slew slack as a fraction of its limit, the log shows 89.0%. The floorplan report gives the top-level pin count as 2. The tools report the number of violations of the max-capacitance limit as 0. With the number of unique standard cell types used by synthesis at 10, the part of the cycle the worst path needs is 93.7%.

The largest net degree at the start of global routing was 5. The run gives 0 as the number of buffers inserted to repair setup after CTS. For this design, the slowest cell found on the critical path is clkdlybuf4s50_1. Buffers inserted to repair hold after CTS numbered 0. The run gives 0.547 as the routability-driven placement congestion ratio.

Overall power consumption after layout is estimated at 0.309 mW. The register bit count reported by yosys works out to 5. TritonCTS built the clock tree.

The first global-routing pass estimated 565 um of wire.
-- per-layer routing --
layer / part of all wire (%) / global-route usage [%] / up-vias
li1: - / - / 63
met2: 33 / 1.28 / 5
met1: 53 / 1.27 / 55
met3: 14 / 1.59 / 0
met5: 0 / 0 / -
met4: 0 / 0.352 / 0
-- power by group --
group	internal, mW	total (mW)	switching (mW)
Combinational	0	0.0000000379	0
Sequential	0.143	0.143	0
Clock	0.108	0.166	0.0584
-- cells in the mapped netlist --
cell type / count
dfxtp_1: 5
and2_1: 2
ha_1: 2
inv_1: 2
a21oi_1: 1
nand3b_1: 1
nor2_1: 1
nor3_1: 1
nor3b_1: 1
xnor2_1: 1
-- metrics by stage --
| stage | util, % | setup WS [ns] | hold slack (ns) | std cells | instance area, um^2 |
|---|---|---|---|---|---|
| finish | 8.10 | 0.0889 | 0.464 | 68 | 277 |
| detailed placement | 7.33 | 0.335 | 0.452 | 64 | 250 |
| global route | 8.10 | 0.0426 | 0.493 | 68 | 277 |
| floorplan | - | 0.534 | 0.426 | 17 | 183 |
| CTS | 8.10 | 0.0681 | 0.463 | 68 | 277 |
| global placement | 7.33 | 0.333 | 0.433 | 64 | 250 |
-- layout make-up --
class	count	area (um^2)	share of cell area (%)
flip-flops and latches	5	100	36.2
multi-input cells	10	75.1	27.1
well taps	46	57.6	20.8
clock buffers	4	26.3	9.50
repair buffers	1	10.0	3.62
inverters	2	7.51	2.71
-- kinds of logic after synthesis --
| family | synth area share (%) |
|---|---|
| simple gates | 19.9 |
| flops | 54.8 |
| buf+inv | 4.11 |
| fa+ha+maj | 13.7 |
| compound gates | 2.74 |
| xor+xnor | 4.80 |
-- registers in the layout (all words and copies together) (netlist names) --
| register | count |
|---|---|
| out | 1 |
| counter | 4 |
-- path summary, 6_finish.rpt --
path | from | to | slack, ns | depth (start not counted)
max | out | out | 0.09 | 1
min | counter[3] | counter[2] | 0.46 | 1
max reg2reg | counter[0] | counter[1] | 0.48 | 3
min reg2reg | counter[3] | counter[2] | 0.46 | 1
Power is estimated from default activity; no workload was simulated.

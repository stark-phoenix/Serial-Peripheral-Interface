--- /design/flow/run.sh ---
#!/bin/bash
# OpenROAD 26Q1-2900-gdf79404cd8, Yosys 0.63+post, stock flow scripts
make -C /OpenROAD-flow-scripts/flow DESIGN_CONFIG=/design/flow/config.mk WORK_HOME=/design/flow/orfs finish
--- /design/flow/config.mk ---
export PLATFORM = sky130hd
export DESIGN_NAME = sipo
export DESIGN_NICKNAME = sipo
export VERILOG_FILES = /design/flow/design.v
export SDC_FILE = /design/flow/constraint.sdc
export NUM_CORES = 4
export LEC_CHECK = 1
export CORE_AREA = 10 10 71 71
export DIE_AREA = 0 0 81 81
--- /design/flow/constraint.sdc ---
current_design sipo

set clk_period 1.0
set clk_io_pct 0.2

create_clock -name clk0 -period $clk_period [get_ports {clock}]

set non_clock_inputs [all_inputs -no_clocks]
set_input_delay [expr $clk_period * $clk_io_pct] -clock clk0 $non_clock_inputs
set_output_delay [expr $clk_period * $clk_io_pct] -clock clk0 [all_outputs]
--- /design/flow/design.v ---
module sipo(clock, reset, in_sipo, out_sipo);
  input clock, reset;
  input reg in_sipo;
  output reg [7:0] out_sipo;
  reg [7:0] temp;
  always @(posedge clock)
    begin
      if(reset == 1) begin
        temp <= 8'b0;          
      end
      else begin
        out_sipo <= temp;     
        temp = {temp[6:0], in_sipo};   
      end
    end        
endmodule
==> impl_results.rst <==
Metrics
=======

.. list-table::
   :header-rows: 1

   * - Metric
     - Value
   * - Headroom to the max-slew limit
     - 82.0%
   * - Setup crit end kind
     - flip-flop
   * - Setup repair bufs after CTS
     - 0
   * - Yosys cell count
     - 25
   * - IR drop worst, VDD
     - 0.000359 V
   * - Tool Warnings
     - 25
   * - Metal1 wirelength
     - 279 um
   * - Levels on crit path
     - 2
   * - Worst path bufs/invs
     - 2
   * - Number of diodes added for antenna fixing
     - 0
   * - Gate family responsible for the most delay along the worst path
     - buffers and inverters
   * - Final instance area
     - 627 um^2
   * - Met3 routed WL
     - 40 um
   * - Cell at the slowest stage of the critical path
     - clkdlybuf4s50_1
   * - Port Buffer Count
     - 10
   * - P per Cell Area
     - 1940 nW/um^2
   * - Clk slew on worst S/H paths
     - 60 ps
   * - Largest stage delay on the critical path
     - 420 ps
   * - Warning count from the yosys run
     - 1
   * - Comb power frac
     - 3.0%
   * - Ratio of cells with drive above 1 in the final layout
     - 30.0%
   * - Inserted Clock Buffers
     - 3
   * - Netlist cell types
     - 4
   * - Number of instances on the worst hold path
     - 0
   * - Ys flops
     - 16
   * - Count of boundary I/O pins
     - 11
   * - Clk sink count
     - 16
   * - Met2 WL
     - 242 um
   * - Synth Area per Inst
     - 18.2 um^2
   * - Final ANT Viol Nets
     - 0
   * - Actual transition at the worst max-transition pin
     - 270 ps
   * - Buffer type at the clock tree root
     - clkbuf_8
   * - Post-layout worst setup margin
     - 67.8 ps
   * - Relative contribution of sequential cells to total power
     - 59.0%
   * - DRT Pass-1 Iters
     - 4
   * - Detailed-route via count
     - 226
   * - Worst Path Arrival
     - 860 ps
   * - X dimension of the die
     - 81 um
   * - Net load switching power
     - 0.000210 W
   * - Post-placement worst setup slack
     - -200 ps
   * - Share of the clock period used by the worst path
     - 93.2%
   * - Core box area
     - 3630 um^2
   * - Number of antenna violations at the first check in global routing
     - 0
   * - FP Util
     - 12.5%
   * - Final setup violation count
     - 0
   * - GRT overflow
     - 0
   * - First-pass GRT wire length
     - 883 um
   * - Top metal layer carrying routed signals
     - met4
   * - Status
     - completed
   * - Maximum frequency from static timing analysis
     - 1070 MHz
   * - Cell count of the worst reg-to-reg path
     - 0
   * - Average wire length per cell after detail routing
     - 6.93 um
   * - Final setup skew
     - 2.34 ps
   * - Die height
     - 81 um
   * - Layout overhead on the synthesized area
     - 38.0%
   * - Sum of internal, switching and leakage power
     - 0.00121 W
   * - Maximum number of pins on one net before global-route repair
     - 10
   * - Leakage power
     - 0.239 nW
   * - Clock latency reported for the late side of the worst-skew pair
     - 240 ps
   * - R2R Setup Slk
     - 450 ps
   * - Initial DRC count
     - 19
   * - Internal power contribution
     - 0.00100 W
   * - Critical-path cell list
     - clkdlybuf4s50_1 > inv_1
   * - Worst hold path class
     - flip-flop to flip-flop
   * - Chip area
     - 6560 um^2
   * - Routability congestion estimate
     - 0.730
   * - Number of hold violations in the final report
     - 0
   * - Minimum period implied by the final worst setup slack
     - 932 ps
   * - TritonCTS clock tree
     - built
   * - All-Layer GR Usage
     - 1.62%
   * - Setup repair after global routing missed its margin
     - false
   * - Netlist area before placement
     - 454 um^2
   * - Clock network fraction of total power
     - 38.0%
   * - Register share after synthesis
     - 88.2%
   * - Via count of the first global-routing pass
     - 183
   * - Summed standard-cell area reported by yosys
     - 454 um^2
   * - Final WL
     - 610 um
   * - Core Rows
     - 22
   * - Net switching share of the total power
     - 17.3%
   * - Worst-path maximum fanout
     - 8
   * - Critical Setup Path Class
     - input port to flip-flop
   * - CTS HTree Levels
     - 1
   * - Per-cell via count in the routed design
     - 2.57
   * - Total DRC errors in the routed layout
     - 0
   * - CP startpoint kind
     - input port
   * - Count of final max-slew check failures
     - 0
   * - Placed Area
     - 622 um^2
   * - CP required
     - 920 ps
   * - Maximum number of buffers from clock root to sink
     - 2
   * - Maximum Capacitance Violations
     - 0
   * - Number of instances in the synthesized netlist
     - 25
repair_timing:
action                     CTS  global route
hold buffers                 0             0
hold endpoints to repair     0             0
pin swaps                    0             0
resized                     17             7
setup endpoints to repair    8             7
final timing paths:
| path | start | end |
|---|---|---|
| min | temp[7]$_SDFF_PP0_ | out_sipo[7]$_DFFE_PN_ |
| max reg2reg | temp[4]$_SDFF_PP0_ | out_sipo[4]$_DFFE_PN_ |
| max | reset | out_sipo[1]$_DFFE_PN_ |
| min reg2reg | temp[7]$_SDFF_PP0_ | out_sipo[7]$_DFFE_PN_ |
kinds of logic after synthesis:
family | after synthesis | synth area share, %
buffers and inverters | 1 | 0.826
and+or+nand+nor | 8 | 11.0
DFF | 16 | 88.2
power by group through the flow:
stage | Combinational [W] | Clock (W) | Sequential (W)
5_1_grt | 0.0000430 | 0.000505 | 0.000718
6_report | 0.0000367 | 0.000461 | 0.000716
4_1_cts | 0.0000453 | 0.000474 | 0.000716
metal layers:
layer | GRT usage, % | up-vias
met5 | 0 | -
li1 | - | 113
met2 | 2.23 | 12
met4 | 1.56 | 0
met1 | 2.00 | 97
met3 | 0.445 | 4
synthesized netlist by cell type (all sizes together):
cell / instances / area (um^2)
nor2b: 8 / 50.1
edfxtp: 8 / 240
inv: 1 / 3.75
dfxtp: 8 / 160
area by class of cell:
class,instances,area [um^2]
Timing Repair Buffer,11,67.6
Clock inverter,1,3.75
Sequential cell,16,400
Multi-Input combinational cell,8,50.0
Inverter,1,3.75
Fill cell,399,3010
Clock buffer,3,41.3
Tap cell,48,60.1
cells in the final DEF, fill, tap and decap left out, drive strengths merged:
cell type      instances
clkbuf                10
nor2b                  8
edfxtp                 8
dfxtp                  8
clkdlybuf4s50          2
buf                    2
inv                    1
clkinv                 1
registers in the layout, summed over array words and instances (netlist names):
register	cells
out_sipo	8
temp	8
stage by stage:
step / TNS (ps) / std cells / hold WS, ps / util [%]
2_1_floorplan: 0 / 25 / 272 / -
3_3_place_gp: -1420 / 84 / 392 / 17.1
3_5_place_dp: -1730 / 84 / 389 / 17.1
4_1_cts: 0 / 88 / 403 / 18.2
5_1_grt: 0 / 88 / 422 / 17.3
6_report: 0 / 88 / 402 / 17.3
Power is estimated from default activity; no workload was simulated.
